==> flow/design.v <==
module binary_counter(q, clk, reset, x);
  input x, clk, reset;
  output reg [2:0]q;
  always @(posedge clk) begin
    if(reset) begin
      q = 3'b0;
    end
    else begin
      if(x == 1'b0) begin
        if(q == 3'b111) begin
          q = 4'b0;
        end
        else begin
          q = q + 4'b1;
        end
      end
      else if(x == 1'b1) begin
        if (q == 3'b0) begin
          q = 3'b111;
        end
        else begin
          q = q - 3'b001;
        end
      end
    end
  end
endmodule
==> flow/run.sh <==
#!/bin/bash
# OpenROAD 26Q1-2900-gdf79404cd8, Yosys 0.63+post, stock flow scripts
make -C /OpenROAD-flow-scripts/flow DESIGN_CONFIG=/design/flow/config.mk WORK_HOME=/design/flow/orfs finish
==> flow/config.mk <==
export PLATFORM = sky130hd
export DESIGN_NAME = binary_counter
export DESIGN_NICKNAME = binary_counter
export VERILOG_FILES = /design/flow/design.v
export SDC_FILE = /design/flow/constraint.sdc
export NUM_CORES = 4
export LEC_CHECK = 1
export CORE_AREA = 10 10 70 70
export DIE_AREA = 0 0 80 80
==> flow/constraint.sdc <==
current_design binary_counter

set clk_period 1.3
set clk_io_pct 0.2

create_clock -name clk0 -period $clk_period [get_ports {clk}]

set non_clock_inputs [all_inputs -no_clocks]
set_input_delay [expr $clk_period * $clk_io_pct] -clock clk0 $non_clock_inputs
set_output_delay [expr $clk_period * $clk_io_pct] -clock clk0 [all_outputs]
==> Changelog: implementation <==
### Physical design

* Dpl cell area at 298 um2
* Die height at around 80 um
* Drt drc at 0
* Synth async-reset ratio at 0%
* Clk sink count at 3
* Worst-path clk slew at roughly 0.040 ns
* Post-synth EDFFs at 0
* Gr usage total at roughly 1.7%
* Period minus WS final at 1.16 ns
* CTS max path bufs at 2
* Max reg flops at 3
* Setup_tns at 0 ns
* Hold Crit Class: flip-flop to flip-flop
* Pwr/cell area at around 1200 nW/um2
* Seq cells post-synth at 3
* Hold buffer count at cts at 0
* Most frequent cell after synthesis: ha_1
* Initial DRC Count at 3
* Placer's final routability congestion estimate at 0.656
* Worst-path fanout max at 5
* First-pass GRT wire length at 834 um
* Init Core Util at 5.35%
* Cell type with the largest total area: dfxtp_1
* Clk latency late pin at between 0.2 and 0.25 ns
* I/O Pins at 6
* Leak pwr at 0.151 nW
* Grt total ovfl at 0
* Synth area leaders: dfxtp_1, ha_1, nor4b_1, xnor2_1, and3_2
* Sequential share of the synthesized area at 32.9%
* Worst Path Required at 1.45 ns
* Worst relative slew slack at just over 80%
* Achievable Freq at roughly 860 MHz
* Via count of the first global-routing pass at 184
* Via total after detailed routing at 162
* Worst setup SP type: flip-flop
* Fin worst setup slack at 0.140 ns
* WL/cell at between 6 and 7 um
* Hold Violations, Final at 0
* Top_reg_cell synth: dfxtp_1
* RSZ-0062 raised after global routing: false
* Synth Cell Area at 183 um2
* Layout area overhead at 82.9%
* Non-filler cells, final at 76
* Most frequent cells after synthesis: ha_1, dfxtp_1, inv_1, nor2_1
* Distinct lib cells at 12
* Share of cells above drive strength 1 at 30.0%
* Largest net degree at the start of global routing at 6
* Inserted Clock Buffers at 3
* Status: complete, no violations
* Slew @ Worst Pin at around 0.26 ns
* Total Power at 0.391 mW
* Ant. Diodes at 0
* Count of final setup violators at 0
* Final core utilization at about 10%
* Final wirelength at 488 um
* Die W at 80 um
* Routed Antenna Nets at 0
* Syn Area/Cell at 9.61 um2
* WP data arrival at roughly 1.3 ns
* Gate Count Post-Synth at 19
* Hpwl dp at about 400 um
* # rows at 21
* CTS tree: yes
* Hold slack at between 0.5 and 0.6 ns
* Vias per inst at 2.13
* Max-Cap Viols at 0
* Top cell area share at 32.9%
* Buffers on Ports at 5
* Placed Cells incl. Taps at 71
* Yosys cell count at 19
* CTS Root Buffer Type: clkbuf_4
* Design Area, Final at 334 um2
* Drt pass-1 iters at 2
* Max-slew violations at 0
* YS chip area at roughly 180 um2
* Tcrit/Tclk final at 89.2%
* Initial antenna violation count at 0
* Clock Skew at 0.00182 ns
* Pre-CTS WS at -0.00350 ns
* Chip Area at 6400 um2
* Critical path endpoint category: flip-flop
* Maximum vdd ir drop at 0.234 mV
* Tool warnings at 27
* Ys Warns at 1
* Number of H-tree levels at 1
* Core area at approximately 3400 um2
* Critical path class: flip-flop to flip-flop
[area by class of cell]
type	instances	area, um2
clock buffers	4	26.3
fillers	405	3080
inverters	2	7.51
multi-input cells	14	115
flip-flops and latches	3	62.6
well taps	46	57.6
repair buffers	7	65.1
[worst max-delay path, cell delays in order, from the launching register on]
cell     delay [ns]
dfxtp_2        0.33
ha_1           0.20
ha_1           0.17
or2_2          0.26
a31oi_1        0.13
[cell families after synthesis]
logic type | share of synthesized area, %
AND/OR/NAND/NOR | 27.4
adder cells (fa/ha/maj) | 27.4
flip-flops | 32.9
buffers and inverters | 4.11
AND-OR/OR-AND | 3.43
XOR/XNOR | 4.80
[routing by layer]
layer	global-route usage, %	part of all wire [%]	up-vias
li1	-	-	86
met1	1.66	40	69
met2	2.65	48	5
met3	0.909	4.7	2
met4	1.23	7.2	0
met5	0	0	-
[cell usage in the layout (no fill, tap or decap), types with 2 or more instances in the layout]
| cell | n |
|---|---|
| dfxtp_2 | 2 |
| inv_1 | 2 |
| clkdlybuf4s50_1 | 2 |
| clkbuf_4 | 3 |
| ha_1 | 4 |
| nor2_1 | 2 |
| dlygate4sd2_1 | 2 |
| buf_4 | 2 |
[path summary, 6_finish.rpt]
kind	cells after the start	slack, ns	from	endpoint
worst min register to register	2	0.57	q[0]	q[0]
worst max-delay path	4	0.14	q[0]	q[0]
worst min-delay path	2	0.57	q[0]	q[0]
worst max register to register	4	0.14	q[0]	q[0]
[what timing repair did]
action	4_1_cts	5_1_grt
endpoints found under the setup margin	3	1
setup buffers	1	0
resized	4	1
[report_power, final]
group	total, mW	internal (mW)	switching, mW
logic	0.108	0.0639	0.0441
registers	0.121	0.110	0.0107
clock network	0.162	0.115	0.0470
total	0.391	0.289	0.102
Power figures rest on the tool's default switching activity, not on a simulated workload.
