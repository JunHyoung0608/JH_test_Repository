===== flow/run.sh =====
#!/bin/bash
# OpenROAD 26Q1-2900-gdf79404cd8, Yosys 0.63+post, stock flow scripts
make -C /OpenROAD-flow-scripts/flow DESIGN_CONFIG=/design/flow/config.mk WORK_HOME=/design/flow/orfs finish

===== flow/config.mk =====
export PLATFORM = sky130hd
export DESIGN_NAME = lfsr16
export DESIGN_NICKNAME = lfsr16
export VERILOG_FILES = /design/flow/design.v
export SDC_FILE = /design/flow/constraint.sdc
export NUM_CORES = 4
export LEC_CHECK = 1
export CORE_AREA = 10 10 70 70
export DIE_AREA = 0 0 80 80

===== flow/constraint.sdc =====
current_design lfsr16

set clk_period 1.5
set clk_io_pct 0.2

create_clock -name clk0 -period $clk_period [get_ports {clk}]

set non_clock_inputs [all_inputs -no_clocks]
set_input_delay [expr $clk_period * $clk_io_pct] -clock clk0 $non_clock_inputs
set_output_delay [expr $clk_period * $clk_io_pct] -clock clk0 [all_outputs]

===== flow/design.v =====
`timescale 1ns/1ps
module lfsr16(
	clk, rst,
	cen, wen, din, dout
);
input clk, rst;
input cen, wen;
input [4:0] din;
output [4:0] dout;
reg [4:0] lfsr;  
wire corr_bit = ~|lfsr[2:0];
wire next_bit = lfsr[3]^lfsr[0]^corr_bit;
assign dout = lfsr;
always @(posedge clk)
	if (rst) lfsr <= 5'b10000;  
	else if (cen) begin
		if (wen) lfsr <= din;
	 	else lfsr <= {lfsr[3:0], next_bit};
	end
endmodule

==> reports/metrics.yaml <==
worst_setup_path:
  crit_type: "register to output port"
  arrival_ns: 1.12
  cp_num_buf_inv: 1
  worstSetupEndpointType: "output port"
  cp.required_ns: 1.20
  cp-start-kind: "register"
  crit_slowest_cell: "clkdlybuf4s50_1"
  worst-path-max-fanout: 5
  cp_top_family: "buffers and inverters"
  cp_cell_sequence: "clkdlybuf4s50_1"
  max_stage_delay_ns: 0.49
placement:
  place_congestion: 0.754
  place_area_sq_um: 438
  port_buffers: 13
  hpwlAfterDp_um: 649
  dp.cells: 87
power_and_ir_drop:
  combPwrFrac_pct: 19.9
  switching_power_uw: 85.0
  switching_share_pct: 22.3
  peakVddDrop_mv: 0.169
  p_leak_nw: 0.162
  intPower_uw: 296
  p_clk_share_pct: 39.9
  pwr_density_cell_mw_per_mm2: 821
  p_seq_share_pct: 40.3
yosys:
  yosys_area_sq_um: 250
  yosys_cells: 28
  syn_inst: 28
  syn_area_sq_um: 250
  top_cell_area_share_pct: 40.0
  top_area_cell: "dfxtp_1"
  syn_area_per_cell_sq_um: 8.94
  synth_seq_share_pct: 40.0
  ys_warn_count: 1
  ys_types: 14
  topCellsByArea: "dfxtp_1, mux2i_1, a211oi_1"
  ys_seq_elements: 5
final_timing:
  period_used_pct: 94.6
  slew_headroom_pct: 87.2
  grt_setup_unrepaired: "false"
  tightest_slew_ns: 0.191
  finalClockSkew_ns: 0.00107
  maxClockFrequency_mhz: 704
  holdWs_ns: 0.518
  hold_violations: 0
  setup_viol: 0
  min_period_ns: 1.42
  drv_slew: 0
final_layout:
  reg.largest.list: "lfsr (5)"
  layout_top_cells: "clkdlybuf4s50_1, nor2_1, dfxtp_1"
  instances_no_fill: 91
  largest-register: "lfsr"
  drive_above_1_share_pct: 13.3
  layout_top_cell: "clkdlybuf4s50_1"
  area.growth.synth_to_final_pct: 85.5
  largest_register_ffs: 5
  final_area_sq_um: 464
global_route:
  grt_pass1_vias: 264
  grt_max_degree: 12
  grt_pass1_wl_um: 1190
  track_usage_pct: 2.32
  grt_overflow: 0
  antenna_found_initial: 0
routing:
  wl_per_cell_um: 8.77
  first_iter_violations: 21
  vias: 277
  antennaDiodeCount: 0
  via_per_inst: 3.04
  first_pass_iters: 4
  drt_wl_total_um: 798
  drc: 0
  ant_nets: 0
clock_tree:
  clock_path_buffers: 2
  tritoncts: "done"
  clkSlewWorstSetupHoldPaths_ns: 0.04
  cts_buffers: 3
  ctsHoldBuffers: 0
  cts_root_buf: "clkbuf_4"
  post-cts-setup-buffers: 0
  cts.sinks: 5
  htree_levels: 1
  insertion_delay_ns: 0.24
  cts-resized-gates: 0
floorplan:
  die_h_um: 80
  num_io_pins: 14
  floorplan.core_util_pct: 7.33
  core_area_sq_mm: 0.00342
  rows: 21
  die_area_sq_mm: 0.00640
  die_x_um: 80
worst_hold_path:
  hold_path.class: "register to register"
run:
  stage_log_warnings: 25
  maxCapViolations: 0
status:
  status: "finished clean"
[stage by stage]
step                utilization (%)  setup TNS [ns]  worst slack [ns]  power (mW)
floorplan                         -               0             0.378       0.182
global placement               12.8               0           0.00388       0.232
detailed placement             12.8         -0.0210           -0.0210       0.233
CTS                            13.6               0            0.0535       0.392
global route                   13.6               0           0.00700       0.410
finish                         13.6               0            0.0805       0.381
[per-layer routing]
| layer | up-vias | part of all wire, % | GRT usage [%] |
|---|---|---|---|
| met3 | 2 | 18 | 1.70 |
| met5 | - | 0 | 0 |
| met1 | 122 | 37 | 2.60 |
| li1 | 138 | - | - |
| met4 | 0 | 2.9 | 0.880 |
| met2 | 15 | 42 | 3.29 |
[cell usage after synthesis]
master	n
a211oi_1	3
a21oi_1	1
a31oi_1	2
buf_6	1
clkbuf_1	1
dfxtp_1	5
mux2i_1	4
nand2_1	1
nor2_1	5
nor2b_1	1
nor3b_1	1
o21ai_0	1
or2_2	1
or4_1	1
[power by group through the flow]
stage	Sequential [mW]	Clock (mW)	Combinational, mW
after CTS	0.154	0.161	0.0775
after global routing	0.155	0.172	0.0830
final	0.154	0.152	0.0757
[path summary, 6_finish.rpt]
| path | start | endpoint | slack (ns) | depth (start not counted) |
|---|---|---|---|---|
| worst max register to register | lfsr[1] | lfsr[0] | 0.37 | 3 |
| worst max-delay path | lfsr[3] | dout[3] | 0.08 | 1 |
| worst min-delay path | lfsr[1] | lfsr[1] | 0.52 | 2 |
| worst min register to register | lfsr[1] | lfsr[1] | 0.52 | 2 |
[layout make-up]
type,instances,area (sq um)
clock buffers,4,26.3
fillers,397,2950
multi-input cells,21,135
flip-flops and latches,5,100
well taps,46,57.6
repair buffers,15,145
[kinds of logic after synthesis]
kind of cell           count (synthesis)  synth area share [%]
AOI/OAI and AO/OA                      7                  18.0
buffers and inverters                  2                  6.00
DFF                                    5                  40.0
muxes                                  4                  16.0
and+or+nand+nor                       10                  20.0
Power is estimated from default activity; no workload was simulated.
